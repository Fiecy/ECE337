File: flow/design.v
module controller
  (
   input wire 	    clk,
   input wire 	    n_reset,
   input wire 	    dr,
   input wire 	    lc,
   input wire 	    overflow,
   output reg 	    cnt_up,
   output reg 	    clear,
   output wire 	    modwait,
   output reg [2:0] op,
   output reg [3:0] src1,
   output reg [3:0] src2,
   output reg [3:0] dest,
   output reg 	    err
);
   typedef enum bit [4:0] {idle, eidle, load1, load2, load3, load4, pause1, pause2, pause3, pause4, store, zero, sort1, sort2, sort3, sort4, mul1, mul2, mul3, mul4, add1, add2, sub1, sub2} stateType;
   stateType 	  state;
   stateType      next_state;
   reg 		mw;
   reg 		next_mw;
   always_ff @ (posedge clk, negedge n_reset)
     begin
	if (n_reset == 0)
	  begin
	     state <= idle;
	     mw <= 0;
	  end
	else
	  begin
	     state <= next_state;
	     mw <= next_mw;
	  end
     end
   always_comb
     begin
	next_state = state;
	cnt_up = 0;
	clear = 0;
	op = 0;
	src1 = 0;
	src2 = 0;
	dest = 0;
	err = 0;
	next_mw = 0;
	case(state)
	  idle:
	    begin
	       clear = 1;
	       if(1 == lc)
		 begin
		    next_state = load1;
		    next_mw = 1;
		 end
	       else if (1 == dr)
		 begin
		    next_state = store;
		    next_mw = 1;
		 end
	       else
		 next_state = idle;
	    end  
	  load1:
	    begin
	       next_state = pause1;
	       next_mw = 0;
	       op = 3'b011;
	       clear = 1;
	       dest = 6;
	    end
	  pause1:
	    begin
	       if (1 == lc)
		 begin
		    next_state = load2;
		    next_mw = 1;
		 end
	       else
		 begin
		    next_state = pause1;
		 end
	    end
	  load2:
	    begin
	       next_state = pause2;
	       next_mw = 0;
	       op = 3'b011;
	       dest = 7;
	    end
	  pause2:
	    begin
	       if (1 == lc)
		 begin
		    next_state = load3;
		    next_mw = 1;
		 end
	       else
		 begin
		    next_state = pause2;
		 end
	    end
	  load3:
	    begin
	       next_state = pause3;
	       next_mw = 0;
	       op = 3'b011;
	       dest = 8;
	    end
	  pause3:
	    begin
	       if (1 == lc)
		 begin
		    next_state = load4;
		    next_mw = 1;
		 end
	       else
		 begin
		    next_state = pause3;
		 end
	    end
 	  load4:
	    begin
	       next_state = idle;
	       op = 3'b011;
	       dest = 9;
	    end  
	  store:
	    begin
	       if (0 == dr)
		 begin
		    next_state = eidle;
		    next_mw = 1;
		 end
	       else
		 begin
		    next_state = zero;
		    next_mw = 0;
		 end
	       op = 3'b010;
	       dest = 5;
	    end	  
	  zero:
	    begin
	       next_state = sort1;
	       next_mw = 1;
	       op = 3'b101;
	    end
	  sort1:
	    begin
	       next_state = sort2;
	       next_mw = 1;
	       op = 3'b001;
	       src1 = 2;
	       dest = 1;
	    end
	  sort2:
	    begin
	       next_state = sort3;
	       next_mw = 1;
	       op = 3'b001;
	       src1 = 3;
	       dest = 2;
	    end	 
	  sort3:
	    begin
	       next_state = sort4;
	       next_mw = 1;
	       op = 3'b001;
	       src1 = 4;
	       dest = 3;
	    end	 
	  sort4:
	    begin
	       next_state = mul1;
	       next_mw = 1;
	       op = 3'b001;
	       src1 = 5;
	       dest = 4;
	    end  
	  mul1:
	    begin
	       next_state = sub1;
	       next_mw = 1;
	       op = 3'b110;
	       src1 = 1;
	       src2 = 6;
	       dest = 10;
	    end
	  sub1:
	    begin
	       if (1 == overflow)
		 begin
		    next_state = eidle;
		    next_mw = 0;
		 end
	       else
		 begin
		    next_state = mul2;
		    next_mw = 1;
		 end
	       op = 3'b101;
	       src2 = 10;
	       dest = 0;
	    end  
	  mul2:
	    begin
	       next_state = add1;
	       next_mw = 1;
	       op = 3'b110;
	       src1 = 2;
	       src2 = 7;
	       dest = 10;
	    end
	  add1:
	    begin
	       if (1 == overflow)
		 begin
		    next_state = eidle;
		    next_mw = 0;
		 end
	       else
		 begin
		    next_state = mul3;
		    next_mw = 1;
		 end
	       op = 3'b100;
	       src2 = 10;
	       dest = 0;
	    end
	  mul3:
	    begin
	       next_state = sub2;
	       next_mw = 1;
	       op = 3'b110;
	       src1 = 3;
	       src2 = 8;
	       dest = 10;
	    end	  
	  sub2:
	    begin
	       if (1 == overflow)
		 begin
		    next_state = eidle;
		    next_mw = 0;
		 end
	       else
		 begin
		    next_state = mul4;
		    next_mw = 1;
		 end
	       op = 3'b101;
	       src2 = 10;
	       dest = 0; 
	    end  
	  mul4:
	    begin
	       next_state = add2;
	       next_mw = 1;
	       op = 3'b110;
	       src1 = 4;
	       src2 = 9;
	       dest = 10;
	    end	
	  add2:
	    begin
	       if (1 == overflow)
		 begin
		    next_state = eidle;
		    next_mw = 0;
		 end
	       else
		 begin
		    next_state = idle;
		    next_mw = 1;
		    cnt_up = 1;
		 end
	       op = 3'b100;
	       src2 = 10;
	       dest = 0;
	    end
	  eidle:
	    begin
	       err = 1;
	       if(1 == dr)
		 next_state = store;
	       else
		 next_state = eidle;
	    end
	endcase	
   end
   assign modwait = mw; 
endmodule  
File: flow/run.sh
#!/bin/bash
# OpenROAD 26Q1-2900-gdf79404cd8, Yosys 0.63+post, stock flow scripts
make -C /OpenROAD-flow-scripts/flow DESIGN_CONFIG=/design/flow/config.mk WORK_HOME=/design/flow/orfs finish
File: flow/config.mk
export PLATFORM = sky130hd
export DESIGN_NAME = controller
export DESIGN_NICKNAME = controller
export VERILOG_FILES = /design/flow/design.v
export SDC_FILE = /design/flow/constraint.sdc
export NUM_CORES = 4
export LEC_CHECK = 1
export CORE_AREA = 10 10 105 105
export DIE_AREA = 0 0 115 115
File: flow/constraint.sdc
current_design controller

set clk_period 2.0
set clk_io_pct 0.2

create_clock -name clk0 -period $clk_period [get_ports {clk}]

set non_clock_inputs [all_inputs -no_clocks]
set_input_delay [expr $clk_period * $clk_io_pct] -clock clk0 $non_clock_inputs
set_output_delay [expr $clk_period * $clk_io_pct] -clock clk0 [all_outputs]
==> reports/results.txt <==
synth warn -> 1
first-pass GRT wire length -> 4.340 mm
clock slew at the register clock pins of the worst setup and hold paths -> 0.08 ns
final critical-path setup slack -> -0.1742 ns
total cell area reported by yosys after synthesis -> 919.6 µm²
Syn-to-layout area delta -> 67.76%
detailed-route DRC error count -> 0
total vias in the final route -> 746
CP required -> 1.60 ns
pin count of the biggest net entering global routing -> 25
total standard cell area after synthesis -> 919.6 µm²
post-route fraction of the period consumed by the critical path -> 1.087
detailed-route wire length per cell -> 11.49 µm
result of the run -> finished with violations
gr ovfl total -> 0
Crit-path slowest cell -> or4_4
Maximum Capacitance Violations -> 0
Die ar. -> 0.01323 mm²
setup TNS -> -0.4391 ns
number of port buffers -> 22
weighted congestion reported at the end of routability-driven placement -> 0.8118
global-route total usage across every layer -> 0.04148
Worst IR Drop VDD -> 273.1 µV
average via count per standard cell -> 3.202
cell area power density -> 691.3 mW/mm²
CP Max Fanout -> 2
register area share after synthesis -> 0.6544
Hold Fails Final Rpt -> 0
share of total power consumed by net switching -> 0.2245
P_leak -> 0.8626 nW
stages on the worst setup path -> 4
fmax -> 459.9 MHz
net switching power of the design -> 0.2395 mW
relative contribution of combinational cells to total power -> 0.205
arrival time of data at the critical path endpoint -> 1.77 ns
latest clock arrival within the worst-skew pair -> 0.26 ns
Final Max-Slew Violation Tally -> 0
clock buffer count from CTS -> 3
Clk pwr share -> 0.300
CTS root buffer -> clkbuf_8
antenna violations before repair -> 0
Reg2Reg Capture Point -> mw$_DFF_PN0_
Setup crit start kind -> register
hold crit path type -> reg -> reg
violation count after the first detailed-routing iteration -> 29
Detailed Routing Iterations Pass 1 -> 3
setup slack, reg-to-reg -> 0.16 ns
critical path class -> reg -> out
cell type with the highest occurrence count on the critical path -> buf_6
Boundary Pins -> 24
CP Cell Sequence -> or4_4, buf_6, or3_4, buf_6
vias in the first global route -> 815
shortest period the worst path allows -> 2.174 ns
HPWL reported at the end of detailed placement -> 2.075 mm
total wire length -> 2.677 mm
distinct lib cells -> 23
post-synthesis average cell area -> 11.64 µm²
most used logic cell in the final layout -> dfrtp_1
final non-filler cell area -> 0.001543 mm²
Crit Reg-Reg Startpoint -> state[18]$_DFF_PN0_
sequential fraction of design power -> 0.495
post-synthesis instance total -> 79
number of diodes -> 0
die extent in x -> 115 µm
RSZ-0062 raised after global routing -> true
startpoint of the worst setup timing path -> state[18]$_DFF_PN0_
DP Area -> 0.001365 mm²
worst clock skew -> 0.003788 ns
Max clock buf depth -> 2
most frequently placed logic cells in the final layout -> dfrtp_1, buf_4, clkdlybuf4s50_1
end of the critical path -> op[1]
violated checks -> setup timing
CTS tree -> built
number of cells traversed by the worst register-to-register path -> 4
standard-cell rows -> 34
hold slack final -> 0.4230 ns
area share of the largest cell type after synthesis -> 0.6259
count of clock tree sinks -> 24
tally of nets with antenna violations remaining after routing -> 0
number of buffers and inverters on the critical path -> 2
cell types with the largest area share after synthesis -> dfrtp_1, or4_1, nor2b_1
total tool warning count -> 27
Synthesized registers -> 24
cell family with most CP delay -> simple AND/OR/NAND/NOR gates
internal power -> 0.8271 mW
max incr delay on CP -> 0.54 ns
share of the core filled by cells before placement -> 0.1049
yosys cell count -> 79
area of the core region -> 0.008763 mm²
number of setup violations in the final report -> 3
share of post-route cells with drive strength above 1 -> 0.3840
count of H-tree levels built during CTS -> 1
Critical Path Sink Type -> output pin
DIE HEIGHT -> 115 µm
total design power -> 1.067 mW
cell type with the largest total area -> dfrtp_1
## power groups by stage
stage	sequential (mW)	clock, mW	combinational [mW]
4_1_cts	0.528	0.330	0.213
5_1_grt	0.532	0.355	0.244
6_report	0.528	0.320	0.219
## per-layer routing
metal	wire [µm]	GRT usage	share of wire
met5	0	0	0
met4	10	0.001650	0.0037
met3	278	0.02584	0.10
met2	1013	0.05556	0.38
met1	1375	0.05829	0.51
## what timing repair did
| item | 4_1_cts | 5_1_grt |
|---|---|---|
| hold buffers | 0 | 0 |
| pin swaps | 4 | 5 |
| hold endpoints to repair | 0 | 0 |
| setup buffers | 6 | 4 |
| resized | 26 | 17 |
| setup endpoints to repair | 11 | 11 |
## layout make-up
class	count	area [µm²]
sequential	24	604.3
inverter	5	18.77
fill	963	7221
clock buffer	4	55.05
multi-input combinational	49	354.1
timing repair buffer	43	375.4
tap	108	135.1
## metrics by stage
step | cells | worst slack (ns) | utilization
CTS | 231 | -0.1867 | 0.1698
finish | 233 | -0.1742 | 0.1760
detailed placement | 221 | -0.1694 | 0.1558
global placement | 221 | -0.2118 | 0.1558
floorplan | 79 | 0.3674 | -
global route | 233 | -0.2297 | 0.1760
## Yosys cell counts
master   count
dfstp_2      1
inv_1        4
o21a_1       1
or3_1        3
and2_1       4
nor3_1       4
buf_4        1
nor2_1       6
or4_1        5
o22ai_1      2
dfrtp_1     23
nand3_1      2
nor4_1       1
inv_2        1
a211o_1      1
a21o_1       3
nand2_1      5
nor2b_1      5
o21ai_0      2
or4_4        1
conb_1       1
nor4_2       1
or2_2        2
## sequential cells by signal (all words and copies together), names as in the netlist
name	cells
state	23
mw	1
## logic make-up after synthesis
group	count (synthesis)	synth area share
AND/OR/NAND/NOR	39	0.2463
AND-OR/OR-AND	9	0.06667
flip-flops	24	0.6544
buffers and inverters	6	0.02857
other	1	0.004078
## how the worst min path moves through the flow
stage / depth (start not counted) / slack [ns] / from / to
after CTS: 0 / 0.41 / state[19]$_DFF_PN0_ / state[5]$_DFF_PN0_
after global routing: 0 / 0.44 / state[5]$_DFF_PN0_ / state[16]$_DFF_PN0_
final: 0 / 0.42 / state[5]$_DFF_PN0_ / state[16]$_DFF_PN0_
Power is estimated from default activity; no workload was simulated.
