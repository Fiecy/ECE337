[flow/design.v]
module magnitude
  (
   input  wire [16:0]  in,
   output wire [15:0] out
   );
   reg [15:0] 	      out_reg;
   assign out = out_reg;
   always_comb
     begin
	if (in[16] == 1)
	  begin
	     out_reg = ~in[15:0] + 1;
	  end
	else
	  begin
	     out_reg = in[15:0];
	  end
     end  
endmodule  
[flow/run.sh]
#!/bin/bash
# OpenROAD 26Q1-2900-gdf79404cd8, Yosys 0.63+post, stock flow scripts
make -C /OpenROAD-flow-scripts/flow DESIGN_CONFIG=/design/flow/config.mk WORK_HOME=/design/flow/orfs finish
[flow/config.mk]
export PLATFORM = sky130hd
export DESIGN_NAME = magnitude
export DESIGN_NICKNAME = magnitude
export VERILOG_FILES = /design/flow/design.v
export SDC_FILE = /design/flow/constraint.sdc
export NUM_CORES = 4
export LEC_CHECK = 1
export CORE_AREA = 10 10 70 70
export DIE_AREA = 0 0 80 80
[flow/constraint.sdc]
current_design magnitude

set clk_period 5.5
set clk_io_pct 0.2

create_clock -name clk0 -period $clk_period

set non_clock_inputs [all_inputs -no_clocks]
set_input_delay [expr $clk_period * $clk_io_pct] -clock clk0 $non_clock_inputs
set_output_delay [expr $clk_period * $clk_io_pct] -clock clk0 [all_outputs]
==> impl_metrics.yaml <==
# synthesis and place-and-route metrics
detailed_routing:
  routed_wl_um: 1450
  via_count: 435
  wl_per_cell_um: 11.7
  ant_nets: 0
  vias_per_cell: 3.51
  drc: 0
  first_pass_iters: 4
  drt_iter0_drc: 26
  diodes: 0
cells_and_area:
  layout-drive-gt1-share_pct: 5.13
  post-route-util_pct: 20.8
  fin_area_um2: 709
  regArea_um2: 0
  clkbuf_count: 0
  flop-count: 0
  nFillCells: 398
  area_delta_synth_final_pct: 113
floorplanning:
  chipHeight_um: 80
  dieArea_um2: 6400
  row_count: 21
  die-width_um: 80
  io_pins: 33
  core-area_um2: 3420
  initCoreUtil_pct: 9.74
critical_path:
  worst_setup_path_end_kind: "primary output"
  crit_family: "simple AND/OR/NAND/NOR gates"
  cp.arrival_ps: 3480
  critPathLaunchType: "primary input"
  cp_slowest_cell: "or4_1"
  path_buffers: 2
  required_ps: 4400
  slowest_delay_ps: 550
  critical_path_class: "in2out"
  path_cells: "clkdlybuf4s50_1 > or4_1 > or3_4 > o41ai_2 > xnor2_1 > clkdlybuf4s50_1"
  crit_fanout: 5
  crit_top_cell: "clkdlybuf4s50_1"
synthesis:
  yosysWarnings: 1
  top_cells_by_area: "xnor2_1 24%, xor2_1 13%, o31ai_1 11%"
  syn_inst: 47
  ys_types: 16
  synth-area-yosys_um2: 333
  yosys_cells: 47
  yosysTopAreaCell: "xnor2_1"
  syn_area_per_cell_um2: 7.08
  synth_top_area_share_pct: 23.7
  ys_seq_share_pct: 0
  synth_area_um2: 333
sta:
  tns_ps: 0
  finalHoldViolCount: 0
  period_minus_slack_ps: 4580
  max_freq_mhz: 218
  maxSlewHeadroom_pct: 58.8
  period_used_pct: 83.3
  hold_ws_ps: 3050
  rsz0062_at_grt: "false"
  tightestPinTransition_ps: 612
  maxSlewViolCount: 0
  final-setup-viol-count: 0
hold_path:
  hp-start: "in[0]"
  holdPathStages: 2
  hp-class: "in2out"
  hold_path_end: "out[0]"
status:
  status: "complete, no violations"
place:
  dpl.hpwl_um: 1280
  placed_area_um2: 709
  port_buffers: 33
  globalplace.congestion: 0.795
global_route:
  grt_pass1_wl_um: 2430
  grt_max_degree: 17
  antenna_found_initial: 0
  overflow: 0
  grt.total_usage_pct: 4.57
  grt_pass1_vias: 514
flow_run:
  warning_count: 32
  max-cap-violations: 0
power_and_ir_drop:
  leakage_nw: 0.239
  ir_drop_mv: 0.0222
  power.density_nw_per_um2: 81.3
  finalPower_w: 0.0000577
cts:
  ctsHoldBuffers: 0
  cts_setup_buffers: 0
  cts-resized-gates: 0
## Yosys cell counts, types with 2 or more instances
cell / n
xnor2_1: 9
nand2_1: 8
o31ai_1: 5
xor2_1: 5
o21ai_0: 4
inv_1: 3
or4_1: 3
or3_1: 2
## layer usage
metal  up-vias  global-route usage, %  share of wire, %
li1        233                      -                 -
met1       185                   5.21                40
met2        17                   7.87                46
met3         0                   2.39                14
met4         0                      0                 0
met5         -                      0                 0
## power by group
part / switching [W] / internal, W / total (W)
Clock: 0 / 0 / 0
Sequential: 0 / 0 / 0
Combinational: 0.0000180 / 0.0000397 / 0.0000577
Total: 0.0000180 / 0.0000397 / 0.0000577
## through the flow
stage	worst slack [ps]	instances
final	921	124
after detailed placement	900	124
after floorplan	1950	47
after global placement	920	124
after CTS	900	124
after global routing	692	124
## area by class of cell
cell class	instances	area, um^2	area share (%)
repair buffers	33	330	46.6
multi-input cells	42	310	43.7
well taps	46	57.6	8.11
inverters	3	11.3	1.59
## worst max-delay path by stage
stage / depth (start not counted) / start / end
after CTS: 6 / in[4] / out[15]
after global routing: 6 / in[2] / out[8]
final: 6 / in[4] / out[15]
## placed cells by master (no fill, tap or decap)
| master | n |
|---|---|
| clkdlybuf4s50_1 | 33 |
| xnor2_1 | 9 |
| nand2_1 | 8 |
| o31ai_1 | 5 |
| xor2_1 | 5 |
| o21ai_0 | 4 |
| inv_1 | 3 |
| or4_1 | 3 |
| or3_1 | 2 |
| or2_2 | 1 |
| or3_4 | 1 |
| o31a_2 | 1 |
| o41ai_1 | 1 |
| o41ai_2 | 1 |
| ha_1 | 1 |
## cells by family (layout without fill, tap and decap cells)
group	after synthesis	count (layout)	synth area share, %
XOR/XNOR	14	14	36.8
AND-OR/OR-AND	12	12	27.8
adder cells (fa/ha/maj)	1	1	3.76
AND/OR/NAND/NOR	15	15	24.8
buffers and inverters	5	36	6.77
Power and IR drop assume default switching activity.
