--- design/flow/run.sh ---
#!/bin/bash
# OpenROAD 26Q1-2900-gdf79404cd8, Yosys 0.63+post, stock flow scripts
make -C /OpenROAD-flow-scripts/flow DESIGN_CONFIG=/design/flow/config.mk WORK_HOME=/design/flow/orfs finish
--- design/flow/config.mk ---
export PLATFORM = sky130hd
export DESIGN_NAME = timer
export DESIGN_NICKNAME = timer
export VERILOG_FILES = /design/flow/design.v
export SDC_FILE = /design/flow/constraint.sdc
export NUM_CORES = 4
export LEC_CHECK = 1
export CORE_AREA = 10 10 70 70
export DIE_AREA = 0 0 80 80
--- design/flow/constraint.sdc ---
current_design timer

set clk_period 1.5
set clk_io_pct 0.2

create_clock -name clk0 -period $clk_period [get_ports {clk}]

set non_clock_inputs [all_inputs -no_clocks]
set_input_delay [expr $clk_period * $clk_io_pct] -clock clk0 $non_clock_inputs
set_output_delay [expr $clk_period * $clk_io_pct] -clock clk0 [all_outputs]
--- design/flow/design.v ---
`timescale 1ns / 100 ps
module flex_counter
#(
	parameter NUM_CNT_BITS = 4
)
(
	input 			      clk,
	input 			      n_rst,
	input 			      clear, 
	input 			      count_enable,
	input [NUM_CNT_BITS-1:0]      rollover_val,
	output reg [NUM_CNT_BITS-1:0] count_out,
	output 			      rollover_flag
);
        reg 			  r_flag;
        reg        [NUM_CNT_BITS-1:0] c_out;
        reg        [NUM_CNT_BITS-1:0] c_out_next;
  	reg			  r_flag_next;
   always_ff @ (posedge clk, negedge n_rst)
     begin
	if (n_rst == 0)
	  begin
	     c_out <= '0;
	     r_flag <= '0;
	  end
	else
 	  begin
	     c_out <= c_out_next;
	     r_flag <= r_flag_next;
          end
     end
   always_comb
     begin
	if (clear == 1)
	  begin
	     c_out_next = '0;
	  end
	else if (count_enable == 0)
	  c_out_next = count_out;
        else if (count_out < rollover_val)
	  c_out_next = count_out + 1;
	else 
	  c_out_next = 1;
	if (clear == 1)
	  r_flag_next = 0;
	else if (c_out_next == rollover_val)
	  r_flag_next = 1;
	else
	  r_flag_next = 0;
     end 
   assign rollover_flag = r_flag;
   assign count_out = c_out;
  endmodule
module timer
  (
   input clk,
   input n_rst,
   input enable_timer,
   output shift_strobe,
   output packet_done
   );
   reg 	  temp;
   always_ff @ (posedge clk, negedge n_rst)
     begin
	if (0 == n_rst)
	  temp <= 0;
	else
	  temp <= enable_timer;
     end
   flex_counter  x10 (.clk(clk), .n_rst(n_rst), .count_enable(temp), .clear(packet_done), .rollover_val(4'b1010), .rollover_flag(shift_strobe));   
   flex_counter  count9 (.clk(clk), .n_rst(n_rst), .count_enable(shift_strobe), .clear(packet_done), .rollover_val(4'b1001), .rollover_flag(packet_done));   
endmodule
==> out/metrics.csv <==
metric,value,unit
place.port_buffers,4,
power.internal,641,uW
floorplan_utilization,16.7,%
worst_clock_skew,1.15,ps
cts-hold-fix-buffers,0,
first_pass_grt_wire_length,1.66,mm
inst_count_dp,102,
core-area,3420,um^2
crit_path_cell_trace,clkdlybuf4s50_1,
seq_power_share,47.4,%
timing_hold_violations_final,0,
wl_met3,89,um
drc_violation_count_after_routing,0,
dr.first_iter.drc_count,34,
detail_routed_via_count_per_cell,3.93,
yosys-stat-area,569,um^2
sum_of_negative_setup_slack,0,ps
slew-limit-headroom,68.3,%
p_comb_share,33.8,%
fp.dieH,80,um
ys.warnings.count,3,
end_kind,output pin,
route.final.wire_length,980,um
start_kind,register,
max_slew.worst_pin.slew,473,ps
netlist_area,569,um^2
crit_buf_inv,1,
critical_path_peak_fanout,3,
htree_num_levels,1,
drive_gt1_share,19.7,%
io_pins,5,
hold_path.class,in -> async,
tritoncts_clock_tree,done,
timing.critical_path.max_delay_family,buffers and inverters,
areaGrowthSynthToFinish,22.9,%
antenna_cells,0,
cap_viol_max_count,0,
vias_post_dr,421,
final_min_period_over_clock_period,94.9,%
floorplan.die.width,80,um
cts.reportedPaths.clkPinSlew,60,ps
vdd_ir_drop_max,0.000335,V
worstReg2RegEnd,count9.r_flag,
dr.pass1.iters,4,
max-clock-path-buffers,2,
placementRows,21,
cts.sinks,11,
grt_setup_unrepaired,no,
drtAntennaViolNets,0,
grt_antenna_before_repair,0,
postSynthSeqShare,48.4,%
routed_wire_length_per_instance,9.16,um
powerDensity,1440,nW/um^2
power_switching,365,uW
max_clock_freq,702,MHz
gp_routability_congestion,0.786,
highest_routed_metal_layer,met4,
cts_inserted_buffers,3,
grtUsageTotal,3.20,%
placed_instance_area,664,um^2
r2r_cells,6,
power.static_leakage,0.287,nW
worst-endpoint-required,1200,ps
die_area,6400,um^2
met2_length,384,um
setup_violations,0,
status,"complete, no violations",
routedLengthMet1,497,um
critPathSlowestCell,clkdlybuf4s50_1,
worstPathArrival,1120,ps
clock_power_share,18.8,%
finalNonFillerCells,107,
grt-ovfl-total,0,
warning_count,26,
setup.worst_path.class,reg -> out,
vias_in_the_first_global_route,394,
critical_path.max_stage_delay,490,ps
filler_cell_count,375,
syn-instance-count,53,
synth_cell_types,26,
syn-mean-instance-area,10.7,um^2
r2r_slack,130,ps
r2r-start,count9.c_out[0],
power.share.switching,36.3,%
ys_cells,53,
report.power.total,1.01,mW
final.min_clock_period,1420,ps
insertion_delay_to_the_later_sink_of_the_worst_skew_pair,260,ps
fin_area,699,um^2
ys.flops,11,
detailed_place_hpwl,757,um
timing.final.max_slew_violations,0,
clockRootBuffer,clkbuf_4,
grt_max_degree,12,
[power groups by stage]
| stage | Clock [mW] | Sequential [mW] | Combinational, mW |
|---|---|---|---|
| CTS | 0.206 | 0.473 | 0.343 |
| global route | 0.215 | 0.495 | 0.386 |
| finish | 0.189 | 0.477 | 0.340 |
[synth_stat cells]
master | n | area [um^2]
o21bai_1 | 1 | 7.51
nand2b_4 | 1 | 13.8
a22oi_1 | 1 | 7.51
inv_1 | 2 | 7.51
o21ai_0 | 3 | 15.0
o21ai_1 | 1 | 5.00
nor2_2 | 2 | 12.5
mux2i_1 | 1 | 10.0
a211oi_1 | 1 | 7.51
a31oi_1 | 2 | 12.5
a21oi_1 | 3 | 15.0
o2111a_1 | 1 | 11.3
and2b_2 | 1 | 8.76
xnor2_1 | 1 | 8.76
nor2_1 | 5 | 18.8
nand4_1 | 1 | 6.26
ha_1 | 3 | 37.5
nor3_1 | 2 | 10.0
nand2_1 | 3 | 11.3
nor4b_4 | 1 | 23.8
dfrtp_1 | 11 | 275
nor2b_1 | 1 | 6.26
xor2_1 | 1 | 8.76
clkbuf_2 | 2 | 10.0
and4b_1 | 1 | 10.0
a31o_2 | 1 | 8.76
[kinds of logic (layout without fill, tap and decap cells)]
logic type	count (synthesis)	count (layout)	share of synthesized area, %
adders and majority gates	3	3	6.59
DFF	11	11	48.4
and+or+nand+nor	18	18	21.3
muxes	1	1	1.76
AOI/OAI and AO/OA	14	14	15.8
xor gates and xnor gates	2	2	3.08
buffers and inverters	4	12	3.08
[cell type report]
cell class              instances  area [um^2]  area share [%]
flip-flops and latches         11          277            39.5
well taps                      46         57.6            8.23
repair buffers                  6         55.1            7.87
multi-input cells              38          277            39.5
inverters                       2         7.51            1.07
clock buffers                   4         26.3            3.76
[state kept, by name, indices dropped and copies added, names as in the netlist]
signal and cells:
x10.r_flag 1, count9.c_out 4, temp 1, x10.c_out 4
count9.r_flag 1
[worst max-delay path by stage]
stage | from | end | cells after the start
after global routing | count9.c_out[0] | count9.r_flag | 6
after CTS | count9.r_flag | packet_done | 1
final | count9.r_flag | packet_done | 1
[through the flow]
step	hold slack [ps]	util (%)	worst slack [ps]
finish	362	20.5	76.1
global placement	584	19.5	147
global route	385	20.5	3.04
floorplan	4.41	-	221
detailed placement	589	19.5	151
CTS	373	20.5	50.8
[timing repair]
| item | 4_1_cts | 5_1_grt |
|---|---|---|
| setup buffers | 1 | 0 |
| endpoints found under the setup margin | 1 | 0 |
| resized | 1 | 0 |
| endpoints found under the hold margin | 0 | 0 |
[layer usage]
layer	track usage, %	vias up
met5	0	-
met4	0.528	0
met3	2.39	2
met2	4.01	16
met1	4.31	196
li1	-	207
[cell usage in the layout (no fill, tap or decap), types with 2 or more instances in the layout]
cell type        instances
a21oi_1                  3
a31oi_1                  2
buf_4                    2
clkbuf_4                 3
clkdlybuf4s50_1          4
dfrtp_1                 10
ha_1                     3
inv_1                    2
nand2_1                  3
nor2_1                   5
nor2_2                   2
nor3_1                   2
o21ai_0                  3
